<file path="./run.sh">
#!/bin/bash
# OpenROAD 26Q1-2900-gdf79404cd8, Yosys 0.63+post, stock flow scripts
make -C /OpenROAD-flow-scripts/flow DESIGN_CONFIG=/design/flow/config.mk WORK_HOME=/design/flow/orfs finish
</file>
<file path="./config.mk">
export PLATFORM = sky130hd
export DESIGN_NAME = data_mem
export DESIGN_NICKNAME = data_mem
export VERILOG_FILES = /design/flow/design.v
export SDC_FILE = /design/flow/constraint.sdc
export NUM_CORES = 4
export LEC_CHECK = 1
export CORE_UTILIZATION = 50
</file>
<file path="./constraint.sdc">
current_design data_mem

set clk_period 10.6
set clk_io_pct 0.2

create_clock -name clk0 -period $clk_period [get_ports {clk}]

set non_clock_inputs [all_inputs -no_clocks]
set_input_delay [expr $clk_period * $clk_io_pct] -clock clk0 $non_clock_inputs
set_output_delay [expr $clk_period * $clk_io_pct] -clock clk0 [all_outputs]
</file>
<file path="./design.v">
`timescale 1ns / 1ns
module data_mem #(
    parameter SIZE = 32
) (
    input clk,
    input reset,
    input we,
    input [31:0] a,
    input [31:0] wd,
    output [31:0] rd
);
  reg [31:0] reg_mem_i[SIZE-1:0];
  integer i;
  always_ff @(posedge clk) begin
    if (reset) begin
      for (i = 0; i < SIZE; i = i + 1) begin
        reg_mem_i[i] <= 32'd0;
      end
    end else begin
      if (a < SIZE) begin
        if (we) begin
          reg_mem_i[a] <= wd;
        end
      end
    end
  end
  assign rd = reg_mem_i[a];;
endmodule
</file>
==> reports/metrics.csv <==
stage,metric,value,unit
status,status,"finished, final reports clean",
logic_synthesis,most frequent cell after synthesis,nor2_1,
route,total number of vias,28780,
critical_path,startpoint types,primary input,
route,via/cell ratio,6.178,
route,DRT iter0 DRCs,2153,
final_layout,biggest regs,reg_mem_i (1024),
logic_synthesis,Avg Inst Size Synth,13.09,sq um
die,# IOs,99,
timing,Slew headroom,37.53,%
die,Die Footprint,89810,sq um
logic_synthesis,flip-flops with a built-in enable,1024,
timing,crit share post-route,71.98,%
global_routing,Tot GR Track Use,36.09,%
logic_synthesis,Yosys chip area,44310,sq um
timing,final worst slack,2.970,ns
logic_synthesis,post-synthesis adder-cell area fraction,0,%
critical_path,crit end category,primary output,
job,tool warnings,26,
clocking,clock sink count,1024,
logic_synthesis,yosys simple share,11.78,%
final_layout,logic area,12590,sq um
logic_synthesis,"Seq share, synth",69.40,%
clocking,Hold Buf Count CTS,0,
die,Rows,108,
route,detailed-route DRC error count,0,
route,DRT antenna net count,0,
place,Final GP Congestion,0.8945,
place,Post-Place Cells,4460,
global_routing,initial antenna violation count,0,
die,Die Y,299.7,um
logic_synthesis,Area leader share,69.40,%
clocking,clock-pin slew on the worst setup and hold paths,0.05,ns
die,floorplan core density,50.76,%
power_and_ir_drop,Switch Pwr,2.030,mW
die,total core area,87290,sq um
global_routing,first-pass GRT wire length,204500,um
final_layout,Flop area,30750,sq um
global_routing,vias in the first global route,29440,
clocking,CTS Buffer Depth,3,
timing,"Setup violations, final",0,
critical_path,WP data required,8.48,ns
timing,unrepaired setup endpoints after global routing,no,
die,Die Span X,299.7,um
timing,final hold violation count,0,
place,HPWL Detailed,77010,um
logic_synthesis,cells in synth_stat.txt,3384,
logic_synthesis,Commonest flop,edfxtp_1,
route,Avg WL per Cell,31.06,um
final_layout,share of cells above drive strength 1,8.450,%
logic_synthesis,post-synthesis async set-or-reset flop share,0,%
power_and_ir_drop,Overall Power,8.933,mW
logic_synthesis,Syn Std Cell Area,44310,sq um
worst_hold_path,Worst Hold Class,primary input to register,
logic_synthesis,main area contributors after synthesis,"edfxtp_1 (69%), mux2i_1 (12%), nor2_1 (8.7%), o22ai_1 (3.6%), buf_2 (2.4%)",
clocking,root buffer cell,clkbuf_16,
job,maxcap violations,0,
global_routing,global route overflow,0,
final_layout,max reg flops,1024,
logic_synthesis,dominant cell type by area after synthesis,edfxtp_1,
power_and_ir_drop,internal power,6.903,mW
power_and_ir_drop,Gate power share,7.5,%
power_and_ir_drop,clock power share,40.0,%
clocking,TritonCTS clock tree,yes,
logic_synthesis,Main logic family,simple AND/OR/NAND/NOR gates,
global_routing,largest net degree at the start of global routing,93,
final_layout,fillers,6669,
logic_synthesis,Yosys cell types,28,
critical_path,Worst EP arrival,5.51,ns
route,First-pass DRT Iterations,6,
power_and_ir_drop,sequential share of power,52.5,%
place,I/O Buffers,98,
timing,setup TNS,0,ns
place,DP Worst Slack,3.092,ns
final_layout,Layout Cells excl Fill,4658,
logic_synthesis,yosys aoi share,4.247,%
final_layout,P&R area growth vs syn,12.39,%
power_and_ir_drop,Worst IR Drop VDD,0.1529,mV
clocking,H-tree levels,3,
clocking,TritonCTS Buffers,107,
timing,Least-Margin Pin Slew,0.9371,ns
logic_synthesis,post-synthesis mux area share,11.57,%
power_and_ir_drop,Sw Ratio,22.73,%
route,final WL,144700,um
logic_synthesis,Post-synth regs,1024,
logic_synthesis,Ys Warns,1,
clocking,Post-CTS Resized,0,
power_and_ir_drop,power density over the cells,179.4,nW/um^2
logic_synthesis,commonest cells in the synthesized netlist,"nor2_1 (1,026), edfxtp_1 (1,024), mux2i_1 (512), o22ai_1 (256), buf_2 (209)",
logic_synthesis,xor/xnor share of the synthesized area,0,%
critical_path,Setup CP Type,primary input to primary output,
power_and_ir_drop,Leakage,16.98,nW
timing,Final Critical Period,7.630,ns
logic_synthesis,Syn Inst Count,3384,
critical_path,crit-path max FO,92,
timing,fmax,0.1311,GHz
final_layout,Top reg by flops,reg_mem_i,
route,n_diodes,0,
clocking,Post-CTS Setup Inserts,0,
timing,pins over their slew limit,0,
-- cell usage in the layout, fill, tap and decap left out, drive strengths merged --
cell              n
mux2i           512
nor3              1
a31o             32
clkinv           55
or4b              4
inv               3
nand4bb           6
nand4             1
clkdlybuf4s50    97
or4               1
edfxtp         1024
bufinv            7
nand4b            4
and3              1
and2              2
clkbuf          131
o22ai           256
nand2           161
and4              2
buf              88
clkinvlp          2
nand3             8
and3b             2
nor2b             2
nor4             70
nor3b             4
nor2           1027
-- stage by stage --
stage                     hold slack [ns]  cell area, sq um  utilization, %
final                               2.408             49800           57.04
after global routing                2.442             49800           57.04
after CTS                           2.388             49800           57.04
after detailed placement            3.094             46470           53.24
after global placement              3.084             46470           53.24
after floorplan                     2.444             44310               -
-- cells by family (layout without fill, tap and decap cells) --
family                 after synthesis  in the layout
AND-OR/OR-AND                      288            288
buffers and inverters              264            383
flip-flops                        1024           1024
multiplexers                       512            512
AND/OR/NAND/NOR                   1296           1296
-- path summary, 6_finish.rpt --
check             cells after the start                              to  slack (ns)    from
hold / removal                        3  reg_mem_i[8][27]$_SDFFCE_PN0P_        2.41  wd[27]
setup / recovery                      8                          rd[24]        2.97    a[1]
-- area by class of cell --
type                    count  area share [%]
multi-input cells        2096           25.28
flip-flops and latches   1024           61.75
well taps                1155           2.902
clock inverters            67           1.033
clock buffers             131           5.644
repair buffers            185           3.392
-- critical path, stage by stage --
cell,delay (ns)
buf_8,0.53
buf_12,0.53
buf_4,0.69
mux2i_1,0.27
o22ai_1,0.11
nor4_1,0.46
nand2_1,0.12
clkdlybuf4s50_1,0.42
-- power groups by stage --
stage / Sequential [mW] / Combinational, mW / Clock (mW)
4_1_cts: 4.70 / 0.659 / 3.60
5_1_grt: 4.71 / 0.698 / 3.76
6_report: 4.69 / 0.667 / 3.57
-- routing by layer --
layer | share of wire [%] | GRT usage [%] | wire, um
met1 | 31 | 43.23 | 44720
met2 | 46 | 51.84 | 66590
met3 | 18 | 26.70 | 25960
met4 | 4.9 | 12.78 | 7131
met5 | 0.18 | 2.222 | 256
Power is estimated from default activity; no workload was simulated.
