[/design/flow/config.mk]
export PLATFORM = sky130hd
export DESIGN_NAME = reg_file
export DESIGN_NICKNAME = reg_file
export VERILOG_FILES = /design/flow/design.v
export SDC_FILE = /design/flow/constraint.sdc
export NUM_CORES = 4
export LEC_CHECK = 1
export CORE_UTILIZATION = 30
[/design/flow/constraint.sdc]
current_design reg_file

set clk_period 8.1
set clk_io_pct 0.2

create_clock -name clk0 -period $clk_period [get_ports {clk}]

set non_clock_inputs [all_inputs -no_clocks]
set_input_delay [expr $clk_period * $clk_io_pct] -clock clk0 $non_clock_inputs
set_output_delay [expr $clk_period * $clk_io_pct] -clock clk0 [all_outputs]
[/design/flow/design.v]
`timescale 1ns / 1ns
module reg_file (
    input clk,
    input reset,
    input [3:0] a1,
    input [3:0] a2,
    input [3:0] a3,
    input [31:0] wd3,
    input we3,
    input [31:0] rpc,
    output [31:0] rd1,
    output [31:0] rd2
);
  localparam NUM_OF_REGS = 16;
  localparam PC_REG_ADDR = 15;
  reg [31:0] regs[NUM_OF_REGS-2:0];
  integer i;
  always_ff @(posedge clk) begin
    if (reset) begin
      for (i = 0; i < NUM_OF_REGS; i = i + 1) begin
        regs[i] <= 32'd0;
      end
    end else begin
      if (we3) begin
        if (a1 < 32'd15) begin
          regs[a3] <= wd3;
        end
      end
    end
  end
  assign rd1 = a1 == 32'd15 ? rpc : regs[a1];
  assign rd2 = a2 == 32'd15 ? rpc : regs[a2];
endmodule
[/design/flow/run.sh]
#!/bin/bash
# OpenROAD 26Q1-2900-gdf79404cd8, Yosys 0.63+post, stock flow scripts
make -C /OpenROAD-flow-scripts/flow DESIGN_CONFIG=/design/flow/config.mk WORK_HOME=/design/flow/orfs finish
==> results.sh <==
# implementation run metrics
export IMPL_status="finished clean"
export IMPL_grt_pass1_vias=18100
export IMPL_largest_reg_flops=480
export IMPL_final_cells=3091
export IMPL_async_flop_share_pct=0
export IMPL_grtUsageTotal_pct=19.7
export IMPL_worstHoldPathType="input pin to flop"
export IMPL_worst_slew_pin_slew_ns=0.967
export IMPL_finalSetupTns_ns=0
export IMPL_dp_slack_ns=1.92
export IMPL_place_hpwl_mm=47.4
export IMPL_p_seq_share_pct=49.6
export IMPL_hold_viol=0
export IMPL_cts_root_buf="clkbuf_16"
export IMPL_synth_area_leader_cell="edfxtp_1"
export IMPL_setup_viol=0
export IMPL_ys_flops=480
export IMPL_synthCells=1831
export IMPL_endpoint_kind="primary output"
export IMPL_swShare_pct=24.4
export IMPL_seq_area_frac_synth_pct=54.9
export IMPL_cts_sinks=480
export IMPL_postCtsSetupBuffers=0
export IMPL_yosysCellCount=1831
export IMPL_dp_cells=2999
export IMPL_drc=0
export IMPL_fp_dieW_um=298
export IMPL_power_switching_w=0.00145
export IMPL_yosys_warnings=1
export IMPL_post_drt_via_cell_ratio=5.33
export IMPL_critPathMaxFanout=31
export IMPL_cellLeakagePower_nw=10.3
export IMPL_power_frac_comb_pct=13.3
export IMPL_firstDrtPassIters=5
export IMPL_ioPinCount=143
export IMPL_max_cap_violations=0
export IMPL_num_fill_cells=8095
export IMPL_antenna_found_initial=4
export IMPL_ff_type="edfxtp_1"
export IMPL_grt_overflow_total=0
export IMPL_reg_top3="regs: 480 flops"
export IMPL_worst_ep_arrival_time_ns=4.57
export IMPL_cts_tree="done"
export IMPL_drv_slew=0
export IMPL_fp_coreArea_sq_um=86800
export IMPL_ant_nets=0
export IMPL_post_route_min_period_ns=6.19
export IMPL_path_clk_slew_ns=0.06
export IMPL_synth_cell_types=39
export IMPL_edf_count=480
export IMPL_chip_area_sq_um=88700
export IMPL_p_per_area_nw_per_um2=197
export IMPL_yosysTopAreaCellShare_pct=54.9
export IMPL_grt_max_degree=55
export IMPL_place_gp_congestion=0.833
export IMPL_post_drt_wl_per_cell_um=26.7
export IMPL_drtIter0Drc=860
export IMPL_yosys_stat_area_sq_um=26300
export IMPL_area_growth_synth_to_final_pct=14.8
export IMPL_ir_drop_mv=0.181
export IMPL_die_y_um=298
export IMPL_fmax_mhz=162
export IMPL_p_clk_share_pct=37.0
export IMPL_cts_htree_levels=2
export IMPL_crit_start="a2[1]"
export IMPL_rows=108
export IMPL_area_leaders="edfxtp_1 55%, mux4_2 16%, and2_1 11%"
export IMPL_drive_gt1_share_pct=21.0
export IMPL_vias=16500
export IMPL_ctsResizeCount=0
export IMPL_port_buffers=142
export IMPL_warning_count=25
export IMPL_setup_ws_ns=1.91
export IMPL_maxSlewHeadroom_pct=35.5
export IMPL_path_class="input pin to primary output"
export IMPL_synthesis_area_sq_um=26300
export IMPL_grt_setup_unrepaired="no"
export IMPL_wirelength_mm=82.4
export IMPL_fin_area_sq_um=30100
export IMPL_grt_pass1_wl_mm=120
export IMPL_min_period_over_period_pct=76.4
export IMPL_largest_register="regs"
export IMPL_syn_area_per_cell_sq_um=14.3
export IMPL_critPathRequiredTime_ns=6.48
export IMPL_internal_power_w=0.00448
export IMPL_numCtsBuffers=50
export IMPL_cts_hold_buffers=0
export IMPL_cts_max_path_buffers=3
export IMPL_min_delay_start="wd3[23]"
export IMPL_start_kind="input pin"
export IMPL_fp_util_pct=30.3
export IMPL_dpl_instance_area_sq_um=28600
[per-layer routing]
layer | track usage, % | up-vias | part of all wire (%)
met4 | 4.81 | 4 | 3.0
met1 | 22.5 | 8013 | 34
met2 | 29.6 | 1181 | 46
met5 | 0.812 | - | 0.073
li1 | - | 7117 | -
met3 | 14.8 | 170 | 16
[layout by cell type, fill, tap and decap left out, types with 2 or more instances in the layout]
master | netlist | final
and2_1 | 480 | 480
edfxtp_1 | 480 | 480
mux4_2 | 188 | 188
clkdlybuf4s50_1 | 0 | 134
mux2i_1 | 70 | 70
o21ai_0 | 67 | 67
o22ai_1 | 63 | 63
nor2_1 | 71 | 62
mux2_2 | 60 | 60
a211o_1 | 58 | 58
o21ai_1 | 57 | 57
buf_4 | 17 | 56
clkbuf_16 | 0 | 52
clkinv_1 | 0 | 21
or2_2 | 15 | 15
nor2_2 | 0 | 9
clkinv_2 | 0 | 6
nand2b_1 | 5 | 5
nor3_4 | 0 | 5
clkbuf_1 | 106 | 5
diode_2 | 0 | 4
mux4_1 | 4 | 4
buf_6 | 17 | 4
nor2b_1 | 3 | 3
nand2_1 | 3 | 3
o211ai_1 | 2 | 2
a211oi_1 | 2 | 2
a21oi_1 | 2 | 2
nand4b_1 | 2 | 2
bufinv_16 | 0 | 2
buf_2 | 36 | 2
[worst max-delay path, stage by stage]
cell and delay [ns]:
buf_4 0.42, nand2b_1 0.82, buf_4 0.48, o22ai_1 0.13, a211o_1 0.34, o21ai_1 0.19, clkdlybuf4s50_1 0.53
[metrics by stage]
stage | hold WS (ns) | power (W) | utilization (%)
after global placement | 2.59 | 0.00377 | 33.0
after global routing | 2.00 | 0.00612 | 34.7
after floorplan | 1.82 | 0.00344 | -
after detailed placement | 2.62 | 0.00379 | 33.0
final | 1.97 | 0.00593 | 34.7
after CTS | 1.97 | 0.00597 | 34.7
[power groups by stage]
| stage | Combinational (W) | Clock (W) | Sequential [W] |
|---|---|---|---|
| finish | 0.000790 | 0.00220 | 0.00294 |
| CTS | 0.000796 | 0.00223 | 0.00294 |
| global route | 0.000848 | 0.00231 | 0.00296 |
[path summary, 6_finish.rpt]
path / end / slack, ns / cells after the start
setup / recovery: rd2[20] / 1.91 / 7
hold / removal: regs[11][23]$_SDFFCE_PN0P_ / 1.97 / 2
[final cells by class]
| type | count | area (sq um) | share of cell area [%] |
|---|---|---|---|
| well taps | 1155 | 1450 | 4.80 |
| clock inverters | 31 | 208 | 0.689 |
| flip-flops and latches | 480 | 14400 | 47.8 |
| multi-input cells | 1168 | 10900 | 36.2 |
| repair buffers | 196 | 1820 | 6.03 |
| clock buffers | 57 | 1320 | 4.38 |
| diodes | 4 | 10.0 | 0.0332 |
[cells by family (layout without fill, tap and decap cells)]
family,after synthesis,in the layout,share of synthesized area [%]
multiplexers,322,322,21.8
flip-flops,480,480,54.9
buffers and inverters,183,284,3.70
other,0,4,0
AND/OR/NAND/NOR,591,591,13.6
AND-OR/OR-AND,255,255,6.07
[synthesized netlist by cell type (3+ instances only)]
| master | number |
|---|---|
| mux2_2 | 60 |
| nor2_1 | 71 |
| a211o_1 | 58 |
| and2_1 | 480 |
| clkbuf_1 | 106 |
| nand2b_1 | 5 |
| o21ai_0 | 67 |
| mux2i_1 | 70 |
| buf_2 | 36 |
| nor3_2 | 5 |
| buf_1 | 3 |
| edfxtp_1 | 480 |
| mux4_1 | 4 |
| nand2_1 | 3 |
| o22ai_1 | 63 |
| mux4_2 | 188 |
| or2_2 | 15 |
| buf_4 | 17 |
| o21ai_1 | 57 |
| buf_6 | 17 |
| nor2b_1 | 3 |
No activity file was given, so power comes from the tool's default toggle rates.
