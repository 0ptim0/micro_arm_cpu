==> design/flow/design.v <==
`timescale 1ns / 1ns
parameter OP_CODE_DP = 2'b00;
parameter OP_CODE_MEM = 2'b01;
parameter OP_CODE_B = 2'b10;
parameter REG_NUM_PC = 'd15;
parameter FUNCT_0_STR = 1'b0;
parameter FUNCT_0_LDR = 1'b1;
parameter FUNCT_4_1_ADD = 4'b0100;
parameter FUNCT_4_1_SUB = 4'b0010;
parameter FUNCT_4_1_AND = 4'b0000;
parameter FUNCT_4_1_ORR = 4'b1100;
parameter FUNCT_5_DP_REG = 1'b0;
parameter FUNCT_5_DP_IMM = 1'b1;
parameter FLAGW_1_0_IDLE = 2'b00;
parameter FLAGW_1_0_UPDATE_CV = 2'b01;
parameter FLAGW_1_0_UPDATE_NZ = 2'b10;
parameter FLAGW_1_0_UPDATE_NZCV = 2'b11;
parameter ALU_ADD_CODE = 2'd0;
parameter ALU_SUB_CODE = 2'd1;
parameter ALU_AND_CODE = 2'd2;
parameter ALU_ORR_CODE = 2'd3;
parameter COND_N = 'd3;
parameter COND_Z = 'd2;
parameter COND_C = 'd1;
parameter COND_V = 'd0;
typedef struct packed {
  logic [3:0] cond;
  logic [1:0] op;
  logic [5:0] funct;
  logic [3:0] rn;
  logic [3:0] rd;
  union packed {
    struct packed {logic [11:0] imm12;} immediate;
    struct packed {
      logic [4:0] shamt5;
      logic [1:0] sh;
      logic [0:0] one;
      logic [3:0] rm;
    } register;
  } src2;
} mem_inst_t;
typedef struct packed {
  logic [3:0] cond;
  logic [1:0] op;
  logic [5:0] funct;
  logic [3:0] rn;
  logic [3:0] rd;
  union packed {
    struct packed {
      logic [3:0] rot;
      logic [7:0] imm8;
    } immediate;
    struct packed {
      logic [4:0] shamt5;
      logic [1:0] sh;
      logic [0:0] zero;
      logic [3:0] rm;
    } register;
  } src2;
} data_inst_t;
typedef struct packed {
  logic [3:0]  cond;
  logic [1:0]  op;
  logic [1:0]  funct;
  logic [23:0] imm24;
} b_inst_t;
typedef struct packed {
  logic [3:0]  cond;
  logic [1:0]  op;
  logic [5:0]  funct;
  logic [3:0]  rn;
  logic [3:0]  rd;
  logic [11:0] not_used;
} ctrl_inst_t;
typedef union packed {
  mem_inst_t mem;
  data_inst_t data;
  b_inst_t b;
  ctrl_inst_t ctrl;
} inst_t;
module alu (
    input [31:0] a,
    input [31:0] b,
    input [1:0] ctrl,
    output reg [31:0] out,
    output [3:0] flags
);
  always_comb begin
    case (ctrl)
      ALU_ADD_CODE: out = a + b;
      ALU_SUB_CODE: out = a - b;
      ALU_AND_CODE: out = a & b;
      ALU_ORR_CODE: out = a | b;
      default:  out = 32'd0;
    endcase
  end
  assign flags = 4'b0;
endmodule
==> design/flow/run.sh <==
#!/bin/bash
# OpenROAD 26Q1-2900-gdf79404cd8, Yosys 0.63+post, stock flow scripts
make -C /OpenROAD-flow-scripts/flow DESIGN_CONFIG=/design/flow/config.mk WORK_HOME=/design/flow/orfs finish
==> design/flow/config.mk <==
export PLATFORM = sky130hd
export DESIGN_NAME = alu
export DESIGN_NICKNAME = alu
export VERILOG_FILES = /design/flow/design.v
export SDC_FILE = /design/flow/constraint.sdc
export NUM_CORES = 4
export LEC_CHECK = 1
export CORE_UTILIZATION = 40
==> design/flow/constraint.sdc <==
current_design alu

set clk_period 20.8
set clk_io_pct 0.2

create_clock -name clk0 -period $clk_period

set non_clock_inputs [all_inputs -no_clocks]
set_input_delay [expr $clk_period * $clk_io_pct] -clock clk0 $non_clock_inputs
set_output_delay [expr $clk_period * $clk_io_pct] -clock clk0 [all_outputs]
==> notes.md <==
Route
* 3484 — number of vias in the routed layout
* 15.06 um — detailed-route wire length per cell
* 0 — DRC violations left
* 0 — Ant. Diodes
* 0 — antenna-violating nets left
* 9415 um — sum of routed wire length over all layers
* 5.574 — number of vias per cell after detailed routing
* 5 — number of detailed-route iterations in the first pass
* 163 — initial drt markers

Clock tree
* 0 — quantity of hold-fixing buffers added after cts
* 0 — # resized after CTS
* 0 — number of setup buffers added after CTS

Timing
* 0.07486 GHz — maximum operating frequency
* 13360 ps — shortest clock period the worst path allows after layout
* 0 ps — sum of negative setup slack
* 0 — number of max-slew violations in the final report
* 0 — final number of hold-violating endpoints
* no — setup repair after global routing missed its margin
* 52.70% — max_slew headroom
* 64.22% — period utilization
* 0 — Final setup viols
* 708.7 ps — Tightest Pin Transition

Placed design
* 7612 um — HPWL reported at the end of detailed placement
* 0.9488 — routability cong.
* 98 — IO buf count

Die
* 90.13 um — die width
* 8123 um^2 — die outline area
* 102 — number of primary I/O pins
* 90.13 um — die outline height
* 7370 um^2 — Std-Cell Core Area
* 42.16% — Floorplan Utilization
* 31 — number of rows in the core area

Worst setup path
* clkdlybuf4s50_1 — Top cell by count, worst path
* clkdlybuf4s50_1 > buf_4 > inv_1 > nand2_1 > o31ai_1 > xor2_1 > ha_1 > o21ai_0 > nor2_1 > o2bb2ai_2 > o21a_1 > o31a_1 > o21ai_1 > a2111oi_0 > nor3_1 > clkdlybuf4s50_1 — critical path, cell by cell
* 630 ps — slowest cell delay on critical path
* 16640 ps — Worst Path Required
* 48 — maximum fanout count along the critical path
* in -> out — CP Class
* primary input — Critical Path Start Type
* ctrl[1] — critical path startpoint
* output pin — sort of element at the end of the critical path
* 9200 ps — arrival time reported for the critical path endpoint
* nand2_1 — standard cell with the maximum stage delay on the critical path
* out[26] — end of the critical path

Pwr
* 1.618 nW — leakage component of the power
* 0.00001885 V — maximum vdd drop
* 35.92 nW/um^2 — power density relative to cell area
* 0.0001484 W — Final Total Pwr

Yosys
* nand2_1, a21oi_1, ha_1, nor2_1, maj3_1 — ranking of synthesized cells by instance count
* 63 — number of library cell types mapped by synthesis
* 6.950 um^2 — Avg Inst Size Synth
* ha_1, maj3_1, xor2_1, xnor2_1, a21oi_1 — top cells by area in the synthesized netlist
* nand2_1 — most popular library cell in the synthesized design by count
* 3107 um^2 — post-synthesis chip area from yosys
* ha_1 — area leader, netlist
* 0% — share of synthesized area occupied by flip-flops and latches
* 13.69% — top cell type's share of synthesized area
* 1 — Warnings, synthesis
* 447 — Cells after Synth
* 447 — cell count listed in synth_stat.txt
* 3107 um^2 — cell area after synthesis

Global routing
* 49 — maximum number of pins on one net before global-route repair
* 22.79% — total global routing track utilization
* 3175 — vias in the first global route
* 0 — total grt overflow
* 0 — number of antenna violations at the first check in global routing
* 15290 um — wire length of the first global-routing pass

Run status
* finished clean — run status

Worst hold path
* in -> out — type of the most critical hold path
* a[31] — hold wc startpoint

Job
* 0 — MaxCap Viol Count
* 35 — number of warnings the tools reported

Cells and area
* 712 — count of filler cells inserted in the layout
* 0 — Seq cells
* 3.612% — share of layout cells above drive strength 1
* 33.02% — area added between synthesis and finish
* 0 — clock buf count
* 0 um^2 — sequential standard cell area

placed cells by master (no fill, tap or decap), types with 4 or more instances in the layout:
master | synthesis | final
nor3_1 | 6 | 6
o31ai_1 | 8 | 8
xor2_1 | 28 | 28
nor2b_1 | 4 | 4
a21o_1 | 16 | 16
maj3_1 | 30 | 30
or3_1 | 4 | 4
a211oi_1 | 5 | 5
and2_1 | 4 | 4
clkdlybuf4s50_1 | 0 | 98
conb_1 | 1 | 4
a31oi_1 | 4 | 4
o21bai_1 | 7 | 7
nand3_1 | 4 | 4
nand2_1 | 43 | 43
nand2b_1 | 8 | 8
o21a_1 | 6 | 6
ha_1 | 34 | 34
inv_1 | 13 | 13
o21ai_1 | 13 | 13
nand4_1 | 5 | 5
a21oi_1 | 38 | 38
nor2_1 | 31 | 31
o21ai_0 | 29 | 29
xnor2_1 | 27 | 27
through the flow:
stage               util (%)  instances  setup slack, ps  instance area, um^2  hold WS (ps)
floorplan                  -        450             9392                 3118          8508
detailed placement     56.08        625             7456                 4133          9441
global placement       56.08        625             7506                 4133          9437
global route           56.08        625             7075                 4133          9498
finish                 56.08        625             7442                 4133          9450
CTS                    56.08        625             7462                 4133          9449
worst max-delay path, delay by kind of cell:
kind | cells | cell delay, ps
adders and majority gates | 1 | 360
xor gates and xnor gates | 1 | 190
buffers and inverters | 4 | 1850
AOI/OAI and AO/OA | 7 | 1560
and+or+nand+nor | 3 | 1090
power by group:
part | switching (W) | total (W) | internal (W)
sequential | 0 | 0 | 0
clock | 0 | 0 | 0
combinational | 0.0000709 | 0.000148 | 0.0000776
total | 0.0000709 | 0.000148 | 0.0000776
kinds of logic after synthesis:
| family | after synthesis | share of synthesized area [%] |
|---|---|---|
| AOI/OAI and AO/OA | 156 | 33.03 |
| and+or+nand+nor | 127 | 20.46 |
| adders and majority gates | 65 | 24.00 |
| xor gates and xnor gates | 55 | 15.51 |
| buffers and inverters | 38 | 5.195 |
| muxes | 5 | 1.691 |
| other | 1 | 0.1207 |
per-layer routing:
layer | global-route usage, % | up-vias | part of all wire [%]
met5 | 0 | - | 0
met4 | 0 | 0 | 0
met3 | 0.9450 | 0 | 4.9
met2 | 36.01 | 103 | 42
met1 | 36.35 | 1571 | 53
li1 | - | 1810 | -
worst min path at each step:
stage | depth (start not counted) | slack [ps] | end
5_1_grt | 4 | 9500 | out[31]
4_1_cts | 4 | 9450 | out[31]
6_report | 4 | 9450 | out[31]
area by class of cell:
type,count,area (um^2),area share [%]
repair buffers,101,1003,24.28
multi-input cells,412,2957,71.54
well taps,99,123.9,2.997
inverters,13,48.80,1.181
No activity file was given, so power comes from the tool's default toggle rates.
